<file path="design/flow/config.mk">
export PLATFORM = sky130hd
export DESIGN_NAME = ID_EX_reg
export DESIGN_NICKNAME = ID_EX_reg
export VERILOG_FILES = /design/flow/design.v
export SDC_FILE = /design/flow/constraint.sdc
export NUM_CORES = 4
export LEC_CHECK = 1
export CORE_AREA = 10 10 187 187
export DIE_AREA = 0 0 197 197
</file>
<file path="design/flow/run.sh">
#!/bin/bash
# OpenROAD 26Q1-2900-gdf79404cd8, Yosys 0.63+post, stock flow scripts
make -C /OpenROAD-flow-scripts/flow DESIGN_CONFIG=/design/flow/config.mk WORK_HOME=/design/flow/orfs finish
</file>
<file path="design/flow/constraint.sdc">
current_design ID_EX_reg

set clk_period 1.0
set clk_io_pct 0.2

create_clock -name clk0 -period $clk_period [get_ports {clk}]

set non_clock_inputs [all_inputs -no_clocks]
set_input_delay [expr $clk_period * $clk_io_pct] -clock clk0 $non_clock_inputs
set_output_delay [expr $clk_period * $clk_io_pct] -clock clk0 [all_outputs]
</file>
<file path="design/flow/design.v">
`timescale 1ns / 1ps
module ID_EX_reg (
	input clk,
	input hit,
	input [31:0] read_data_1,
	input [31:0] read_data_2,
	input [31:0] immeadiate,
	input reg_dst, 
	input alu_src, 
	input mem_to_reg, 
	input reg_write, 
	input mem_read,
	input mem_write, 
	input branch,
	input [ 2:0] alu_op,
	input [ 4:0] rt,
	input [ 4:0] rd,
	input [ 5:0] funct,
	input [31:0] next_pc,
	output reg [31:0] read_data_1_out,
	output reg [31:0] read_data_2_out,
	output reg [31:0] immeadiate_out,
	output reg reg_dst_out, 
	output reg alu_src_out, 
	output reg mem_to_reg_out, 
	output reg reg_write_out, 
	output reg mem_read_out,
	output reg mem_write_out, 
	output reg branch_out,
	output reg [ 2:0] alu_op_out,
	output reg [ 4:0] rt_out,
	output reg [ 4:0] rd_out,
	output reg [ 5:0] funct_out,
	output reg [31:0] next_pc_out
	);
	always @(negedge clk) begin
		if (hit == 1'b1) begin
			read_data_1_out <= read_data_1;
			read_data_2_out <= read_data_2;
			immeadiate_out <= immeadiate;
			reg_dst_out <= reg_dst;
			alu_src_out <= alu_src;
			mem_to_reg_out <= mem_to_reg;
			reg_write_out <= reg_write;
			mem_read_out <= mem_read;
			mem_write_out <= mem_write; 
			branch_out <= branch;
			alu_op_out <= alu_op	;
			rt_out <= rt;
			rd_out <= rd;
			funct_out <= funct;
			next_pc_out <= next_pc;
		end
	end
endmodule
</file>
==> insert_results.sql <==
-- flow metrics import
INSERT INTO impl_metrics (metric_group, metric, value, unit) VALUES
('floorplan', 'die_width', '197', 'um'),
('floorplan', 'core_area', '30750', 'um^2'),
('clock_network', 'post_cts_buffers', '0', ''),
('synthesis', 'post_synth_inst_count', '155', ''),
('worst_setup_path', 'cp_cell_sequence', 'buf_2', ''),
('clock_network', 'clk_pin_slew', '0.03', 'ns'),
('worst_setup_path', 'worst-setup-path-type', 'flip-flop to output port', ''),
('worst_setup_path', 'critical_path.top_delay_family', 'flip-flops', ''),
('flow_run', 'openroad.warnings', '181', ''),
('final_timing', 'holdWs', '0.6835', 'ns'),
('finish', 'n_fill_cell', '3104', ''),
('floorplan', 'floorplan.die.height', '197', 'um'),
('clock_network', 'post_cts_resize_count', '496', ''),
('clock_network', 'cts-hold-fix-buffers', '0', ''),
('floorplan', 'fp_util', '15.05', '%'),
('placed_design', 'placed_cell_area', '8341', 'um^2'),
('detailed_routing', 'routed_via_density', '3.194', ''),
('detailed_routing', 'detailroute.via_count', '3379', ''),
('outcome', 'status', 'complete, but fails checks', ''),
('final_timing', 'hold_viol_final', '0', ''),
('finish', 'area_delta_synth_final', '88.97', '%'),
('global_routing', 'overflow', '0', ''),
('synthesis', 'avgSynthCellArea', '29.86', 'um^2'),
('clock_network', 'htreeDepth', '4', ''),
('final_timing', 'report.final.setup_viol', '156', ''),
('placed_design', 'io_buffer_count', '309', ''),
('detailed_routing', 'drtPass1Iterations', '4', ''),
('floorplan', 'row_count', '64', ''),
('finish', 'multi_input_gate_area', '0', 'um^2'),
('global_routing', 'largest_net_degree_at_the_start_of_global_routing', '29', ''),
('power', 'static-leakage-power', '3.906', 'nW'),
('synthesis', 'yosysTopAreaCellShare', '99.92', '%'),
('power', 'netSwitchingFraction', '27.52', '%'),
('synthesis', 'yosys-top-cells-count', 'sky130_fd_sc_hd__edfxtp_1 (154), sky130_fd_sc_hd__inv_1 (1)', ''),
('global_routing', 'global_route_wire_length_before_repair', '22610', 'um'),
('finish', 'final_design_area_no_fill', '8746', 'um^2'),
('finish', 'finalCoreUtilization', '28.44', '%'),
('detailed_routing', 'postRouteWirelength', '15820', 'um'),
('synthesis', 'yosys.cell_types.count', '2', ''),
('worst_setup_path', 'crit_path_top_delay_cell', 'sky130_fd_sc_hd__edfxtp_1', ''),
('finish', 'post_layout_nonfiller_instances', '1058', ''),
('floorplan', 'ios', '310', ''),
('detailed_routing', 'dr.first_iter.drc_count', '85', ''),
('placed_design', 'dp_hpwl', '12180', 'um'),
('worst_setup_path', 'worstPathArrival', '1.65', 'ns'),
('floorplan', 'chip_area', '38810', 'um^2'),
('power', 'p_sw', '4.826', 'mW'),
('final_timing', 'setup_ws', '-0.8475', 'ns'),
('power', 'overall_power', '17.54', 'mW'),
('final_timing', 'timing_worst_slew_pin_value', '0.3000', 'ns'),
('worst_setup_path', 'critical_path_required', '0.80', 'ns'),
('synthesis', 'yosys.area.top_type', 'sky130_fd_sc_hd__edfxtp_1', ''),
('placed_design', 'place.detailed.instances', '873', ''),
('power', 'vdd.ir_drop.worst', '0.9481', 'mV'),
('synthesis', 'yosys_cells', '155', ''),
('global_routing', 'antenna_found_initial', '1', ''),
('synthesis', 'syn-cell-area', '4628', 'um^2'),
('power', 'power_frac_seq', '44.7', '%'),
('global_routing', 'grt.total_usage', '8.043', '%'),
('power', 'power.density', '2005', 'nW/um^2'),
('flow_run', 'drv_cap', '0', ''),
('worst_setup_path', 'kind_of_end_point_of_the_critical_path', 'output port', ''),
('outcome', 'violations', 'negative setup slack', ''),
('worst_setup_path', 'worstPathBufferInverterCount', '1', ''),
('finish', 'layout-drive-gt1-share', '30.21', '%'),
('worst_setup_path', 'crit_path_start_kind', 'flip-flop', ''),
('power', 'power_frac_comb', '7.0', '%'),
('synthesis', 'yosysWarningCount', '1', ''),
('detailed_routing', 'drc', '0', ''),
('final_timing', 'unrepaired_setup_endpoints_after_global_routing', 'true', ''),
('synthesis', 'synth.yosys.chip_area', '4628', 'um^2');
cell type report:
cell class            count  area (um^2)  share of cell area [%]
Clock buffer             17        425.4                   4.864
Timing Repair Buffer    322         2487                   28.44
Clock inverter          169        713.2                   8.155
Sequential cell         154         4624                   52.88
Tap cell                396        495.5                   5.665
routing by layer:
layer | part of all wire (%) | up-vias | GRT usage [%]
met5 | 0.082 | - | 0
met4 | 1.5 | 2 | 4.016
met3 | 18 | 17 | 7.997
met2 | 42 | 252 | 9.814
met1 | 39 | 1479 | 8.867
li1 | - | 1629 | -
layout by cell type (no fill, tap or decap):
| master | instances |
|---|---|
| sky130_fd_sc_hd__inv_1 | 154 |
| sky130_fd_sc_hd__edfxtp_1 | 154 |
| sky130_fd_sc_hd__buf_2 | 154 |
| sky130_fd_sc_hd__clkdlybuf4s50_1 | 153 |
| sky130_fd_sc_hd__clkbuf_16 | 17 |
| sky130_fd_sc_hd__buf_6 | 7 |
| sky130_fd_sc_hd__inv_6 | 6 |
| sky130_fd_sc_hd__clkinv_4 | 5 |
| sky130_fd_sc_hd__buf_4 | 4 |
| sky130_fd_sc_hd__inv_8 | 3 |
| sky130_fd_sc_hd__buf_12 | 2 |
| sky130_fd_sc_hd__clkinvlp_2 | 1 |
| sky130_fd_sc_hd__dlygate4sd2_1 | 1 |
| sky130_fd_sc_hd__buf_16 | 1 |
power groups by stage:
stage	combinational, mW	clock, mW	sequential, mW
after CTS	1.28	9.02	7.85
after global routing	1.36	9.85	7.87
final	1.23	8.46	7.84
flip-flops by register name, indices dropped and copies added (netlist names):
| register | cells |
|---|---|
| rt_out | 5 |
| alu_src_out | 1 |
| alu_op_out | 3 |
| next_pc_out | 32 |
| read_data_2_out | 32 |
| mem_to_reg_out | 1 |
| funct_out | 6 |
| branch_out | 1 |
| mem_write_out | 1 |
| reg_dst_out | 1 |
| read_data_1_out | 32 |
| reg_write_out | 1 |
| immeadiate_out | 32 |
| rd_out | 5 |
| mem_read_out | 1 |
final timing paths:
kind,start,end,depth (start not counted)
setup / recovery,next_pc_out[18],next_pc_out[18],1
hold / removal,read_data_1[22],read_data_1_out[22],1
logic make-up (layout without fill, tap and decap cells):
group    count (synthesis)  count (layout)  synth area share (%)
buf+inv                  1             508               0.08103
flops                  154             154                 99.92
No activity file was given, so power comes from the tool's default toggle rates.
