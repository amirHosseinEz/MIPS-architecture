--- design/flow/run.sh ---
#!/bin/bash
# OpenROAD 26Q1-2900-gdf79404cd8, Yosys 0.63+post, stock flow scripts
make -C /OpenROAD-flow-scripts/flow DESIGN_CONFIG=/design/flow/config.mk WORK_HOME=/design/flow/orfs finish
--- design/flow/config.mk ---
export PLATFORM = sky130hd
export DESIGN_NAME = execute_module
export DESIGN_NICKNAME = execute_module
export VERILOG_FILES = /design/flow/design.v
export SDC_FILE = /design/flow/constraint.sdc
export NUM_CORES = 4
export LEC_CHECK = 1
export CORE_UTILIZATION = 30
--- design/flow/constraint.sdc ---
current_design execute_module

set clk_period 16.1
set clk_io_pct 0.2

create_clock -name clk0 -period $clk_period

set non_clock_inputs [all_inputs -no_clocks]
set_input_delay [expr $clk_period * $clk_io_pct] -clock clk0 $non_clock_inputs
set_output_delay [expr $clk_period * $clk_io_pct] -clock clk0 [all_outputs]
--- design/flow/design.v ---
`timescale 1ns / 1ps
module ALU (
   input [3:0] alu_cnt, 
	input signed [31:0] input1,
	input signed [31:0] input2,
	input [4:0] shamt,
	output [31:0] result,
	output ZERO
	);
	assign result =	alu_cnt == 4'b0000 	? 	  (input1 + input2)					     :    
				 	alu_cnt == 4'b0001 	? 	  (input1 - input2)       			     :    
					alu_cnt == 4'b0010 	? 	  (~input1)               			     :    
					alu_cnt == 4'b0011   ? 	  (input1 << shamt)       			     :    
					alu_cnt == 4'b0100   ?    (input1 >> shamt)       			     :	 
					alu_cnt == 4'b0101   ?    (input1 & input2)      			     :	 
					alu_cnt == 4'b0110   ?    (input1 | input2)       			     :	 
					alu_cnt == 4'b0111   ?    (input1 < input2 ? 32'b1 : 32'b0)   :	 
					32'bX;		
	assign ZERO = (result == 0) ? 1 : 0;
endmodule
`timescale 1ns / 1ps
module MUX_2x1_32bit(inpA, inpB, sel, out);
	input [31:0] inpA;
	input [31:0] inpB;
	input sel;
	output [31:0] out;
	assign out = sel == 1? inpB: inpA;
endmodule
`timescale 1ns / 1ps
module alu_control(
   input [2:0] alu_op,
	input [5:0] funct,
	output reg [3:0] alu_cnt
	);
	always @(*) begin
			alu_cnt = alu_op == 3'b000 ? (						 
							funct == 6'b000000 ? 4'b0000 :				 
							funct == 6'b000001 ? 4'b0001 :				 
							funct == 6'b000010 ? 4'b0101 :				 
							funct == 6'b000011 ? 4'b0110 :				 
							funct == 6'b000100 ? 4'b0111 : 				 
							funct == 6'b000101 ? 4'b0011 :				 
							funct == 6'b000110 ? 4'b0100 :				 
							funct == 6'b000111 ? 4'b0010 : 				 
							4'bX) 
					 : alu_op == 3'b001 ? 4'b0001					       
					 : alu_op == 3'b010 ? 4'b0111					       
					 : alu_op == 3'b011 ? 4'b0000     					 
					 : 4'bX;
	end
endmodule
`timescale 1ns / 1ps
module execute_module (
   input clk,
	input [31:0] alu_read_data_1,
	input [31:0] alu_read_data_2,
	input [31:0] immediate,
	input [5:0] funct,
	input [2:0] alu_op,
	input alu_src,
	input [31:0] PC,
	input [4:0] rt,
	input [4:0] rd,
	input RegDst,
	output [31:0] alu_result,
	output ZERO,
	output [31:0] AddResult,
	output [31:0] ALUReadData2_Out,
	output [4:0] RdOrRt
	);
	wire [3:0] alu_cnt;
	wire [31:0] input2;
	wire [4:0] shamt;
	assign shamt = immediate[10:6];
	alu_control alu_control1 (
		.alu_op(alu_op),
		.funct(funct),
		.alu_cnt(alu_cnt)
   );
	 MUX_2x1_32bit 	MUX_2x1_32bit2  (
    .inpA(alu_read_data_2), 
    .inpB(immediate), 
    .sel(alu_src), 
    .out(input2)
    );
	assign RdOrRt = (RegDst) ? rd : rt;
	ALU ALU1 (
    .alu_cnt(alu_cnt), 
    .input1(alu_read_data_1), 
    .input2(input2), 
    .shamt(shamt), 
    .result(alu_result), 
    .ZERO(ZERO)
    );
	assign AddResult = PC + (immediate << 2);
	assign ALUReadData2_Out = alu_read_data_2;
endmodule
==> Slide: Implementation Results <==
Flow Results at a Glance

Run status
  – Status: finished clean

Yosys
  – Area leader share: 14.0%
  – Synth warn: 1
  – Yosys top cell by area: ha_1
  – Synth top area cells: ha_1, mux4_2, mux2i_1
  – Post-synth seq share: 0%
  – Syn Inst Count: roughly 1600
  – Yosys cell count: 1564
  – Syn Area/Cell: about 7.1 µm²
  – Unique cell types: 92
  – Netlist Area Pre-Place: 11200 µm²
  – Yosys stat chip area: 11200 µm²

STA
  – Fin. max-slew vios: 0
  – Final Critical Period: between 10 and 15 ns
  – Slew headroom: approximately 37%
  – Peak Freq: 0.0805 GHz
  – RSZ-0062 raised after global routing: no
  – Slew @ Worst Pin: 0.939 ns
  – Worst setup margin: 3.68 ns
  – Setup total negative slack: 0 ns
  – Final setup fails: 0
  – Period utilization: 77.1%
  – Final hold vios: 0

Drt
  – DR vias: 13066
  – TritonRoute pass-1 iters: 7
  – Total wire length: a little over 50000 µm
  – DRT iter0 DRCs: 1143
  – DRT antenna net count: 0
  – Vias per cell: 5.95
  – Wire per inst: 23.6 µm
  – N_diodes: 0
  – DRC Markers: 0

Cells and area
  – FF/Latch Area: 0 µm²
  – Seq cells: 0
  – Layout cells sized above 1: roughly 8%
  – CLK BUF: 0
  – # fillers: 3855
  – Commonest Layout Cell: clkdlybuf4s50_1
  – Synthesis-to-layout area growth: 23.4%
  – Most frequent cells in the layout: clkdlybuf4s50_1, a21oi_1, nor2_1, nand2_1, ha_1

Worst hold path
  – Worst Hold Launch: PC[0]
  – Cells on Worst Hold Path: 0
  – Hold/Removal Path Class: input pin to primary output

Setup path
  – Crit path launch type: input pin
  – CP Class: input pin to primary output
  – Crit path launch: immediate[6]
  – Crit-path max FO: 46
  – Worst path top cell family by delay: simple AND/OR/NAND/NOR gates
  – Crit. End Element: primary output
  – CP required: 12.88 ns
  – Critical Path AT: between 9 and 10 ns
  – Cell count along the critical path: 16
  – Slowest stage delay, CP: 0.59 ns
  – Most used cell, CP: buf_4
  – CP Buf/Inv Count: 4
  – Worst path slowest cell: mux4_2
  – Crit-path cells: buf_4 -> buf_4 -> buf_4 -> mux4_2 -> mux2_1 -> mux2i_1 -> o221ai_1 -> o211ai_2 -> o2111ai_1 -> or4_1 -> nor4_1 -> and4b_1 -> nand4b_1 -> nor4_1 -> nor4b_2 -> clkdlybuf4s50_1

Place
  – Final Wtd Congestion: 1.05
  – Worst slack, placed: 3.80 ns
  – DP Wirelength: approximately 42000 µm
  – IO buf count: 247

Die
  – Init Core Util: 30.5%
  – Die Span Y: 195 µm
  – Floorplan row count: 70
  – Die footprint: 38000 µm²
  – Io pins: 252
  – Die outline width: approximately 190 µm
  – Core area: 36600 µm²

Pwr
  – Sw Share: 53.5%
  – Leakage: 5.60 nW
  – P_int: 0.000275 W
  – Sequential Power Share: 0%
  – Net Switching: 0.000318 W
  – Peak supply drop: 0.0208 mV
  – Power Dens Cells: 43.1 nW/µm²
  – Clock power share: 0%
  – Logic pwr share: 100.0%

CTS
  – Post-CTS Hold Buffers: 0
  – # Post-CTS Setup Buffers: 0
  – Resized Gates After CTS: 0

Global route
  – Total grt overflow: 0
  – Largest net degree at the start of global routing: 58
  – Initial antenna violation count: 0
  – First-pass GRT wire length: 77400 µm
  – Total track usage: 27.2%
  – Vias in the first global route: 12576

Run
  – Max Cap Viol: 0
  – OpenROAD warning count: 68
## cell usage after synthesis (39+ instances only)
library cell  count
nor2_1          129
nand2_1         127
o21ai_0          88
ha_1            125
nor3_1           43
xnor2_1          52
inv_1           114
mux4_2           43
buf_4            39
mux2i_1          76
a21oi_1         138
## cell type report
cell class	count	area (µm²)	share of cell area (%)
multi-input combinational	1337	10100	73.3
timing repair buffer	274	2660	19.3
inverter	117	439	3.19
tap	468	586	4.25
## routing by layer
metal	vias up	track usage, %	share of wire, %
met5	-	0	0
met4	0	7.44	3.1
met3	82	3.29	7.8
met2	602	41.9	44
met1	6221	40.2	45
li1	6161	-	-
## per-stage QoR
| step | std cells | area (µm²) | utilization, % | power [W] | hold WS [ns] |
|---|---|---|---|---|---|
| final | 2196 | 13800 | 37.6 | 0.000593 | 6.44 |
| after global routing | 2196 | 13800 | 37.6 | 0.000641 | 6.44 |
| after CTS | 2196 | 13800 | 37.6 | 0.000586 | 6.44 |
| after detailed placement | 2196 | 13800 | 37.6 | 0.000581 | 6.44 |
| after global placement | 2196 | 13800 | 37.6 | 0.000583 | 6.44 |
| after floorplan | 1564 | 11200 | - | 0.000338 | 6.48 |
## worst paths after layout
check	end	slack [ns]
max	ZERO	3.68
min	AddResult[0]	6.44
## logic make-up after synthesis
| group | count (synthesis) | share of synthesized area, % |
|---|---|---|
| buf+inv | 227 | 9.68 |
| compound gates | 512 | 30.4 |
| mux | 156 | 19.3 |
| fa+ha+maj | 128 | 14.6 |
| simple gates | 472 | 20.6 |
| xor+xnor | 69 | 5.42 |
## power by group through the flow
| stage | sequential, W | combinational [W] | clock, W |
|---|---|---|---|
| 5_1_grt | 0 | 0.000641 | 0 |
| 4_1_cts | 0 | 0.000586 | 0 |
| 6_report | 0 | 0.000593 | 0 |
Power is estimated from default activity; no workload was simulated.
