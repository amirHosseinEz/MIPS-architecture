[design.v]
`timescale 1ns / 1ps
module control_unit (
	input [5:0] opcode,
	output  reg_dst, 
	output  alu_src, 
	output  mem_to_reg, 
	output  reg_write, 
	output  mem_read,
	output  mem_write, 
	output  branch,
	output  [2:0] alu_op
   );
	assign reg_dst = (opcode == 0) ? 1 : 0;
	assign alu_src = (opcode == 0) ? 0 :(opcode == 6)? 0 : 1;
	assign mem_to_reg = (opcode == 4) ? 1 : 0;
	assign reg_write = (opcode == 5) ? 0 :(opcode == 6) ? 0 : 1;
	assign mem_read = (opcode == 4) ? 1 : 0;
	assign mem_write = (opcode == 5) ? 1 : 0;
	assign branch = (opcode == 6) ? 1 : 0;
	assign alu_op = (opcode == 0) ? 0 : (opcode == 6) ? 1 : (opcode == 1) ? 2'b10 : 2'b11;
endmodule
[config.mk]
export PLATFORM = sky130hd
export DESIGN_NAME = control_unit
export DESIGN_NICKNAME = control_unit
export VERILOG_FILES = /design/flow/design.v
export SDC_FILE = /design/flow/constraint.sdc
export NUM_CORES = 4
export LEC_CHECK = 1
export CORE_AREA = 10 10 70 70
export DIE_AREA = 0 0 80 80
[constraint.sdc]
current_design control_unit

set clk_period 2.3
set clk_io_pct 0.2

create_clock -name clk0 -period $clk_period

set non_clock_inputs [all_inputs -no_clocks]
set_input_delay [expr $clk_period * $clk_io_pct] -clock clk0 $non_clock_inputs
set_output_delay [expr $clk_period * $clk_io_pct] -clock clk0 [all_outputs]
[run.sh]
#!/bin/bash
# OpenROAD 26Q1-2900-gdf79404cd8, Yosys 0.63+post, stock flow scripts
make -C /OpenROAD-flow-scripts/flow DESIGN_CONFIG=/design/flow/config.mk WORK_HOME=/design/flow/orfs finish
==> results.txt <==
run metrics: status finished clean, vias post-DR 186, Tot GR Track Use 0.0206, PwrDens 87.1 nW/µm², CP startpoint opcode[5], Setup CP Type input pin to output port, Area leader share 0.192, DR iter-0 viols 0, Port Buf Inserts 15, pre-CTS setup slack -0.465 ns, Final min period 2.24 ns, hold crit path type input pin to output port, Fill cells 406, Chip Area, Yosys 130 µm², top cells by area nor3b_2 (19%), buf_4 (17%), or3_1 (14%), CP Cell Sequence dlygate4sd2_1, or4b_4, buf_6, nor3_4, dlygate4sd2_1, drt total wl 749 µm, final hold vios 0, min-delay src opcode[1], crit path DRT 1.84 ns, Flops 0, Final ANT Viol Nets 0, routability congestion estimate 0.725, Peak Freq 446 MHz, syn_area_per_cell 8.13 µm², CP Max Fanout 4, antenna violations before repair 1, Cell Rows 21, Seq. cell area 0 µm², critical path's largest stage delay 0.57 ns, Crit path arrival time 1.78 ns, CP most frequent cell dlygate4sd2_1, RSZ-0062 raised after global routing no, core area 3420 µm², count of tool warnings 32, CP bufs+invs 3, vias per cell 2.30, number of global-route vias before repair 184, Yosys Instances 16, crit-path leading delay family simple AND/OR/NAND/NOR gates, Synth Seq Share 0, top-level I/O count 16, Non-Filler Instances 81, Die Y 80 µm, Leakage 0.145 nW, Cells after DPL 77, final slew viol count 0, final setup violating endpoints 0, final setup margin 0.0560 ns, Max Cap Violations 0, setup TNS 0 ns, nature of the critical path startpoint input pin, synthesis-to-finish area growth 202%, CP endpoint kind output port, cell area after synthesis 130 µm², die width 80 µm, share of cells above drive strength 1 0.441, grt total ovfl 0, drt pass-1 iters 1, Synth area leader nor3b_2, first-pass GRT wire length 1050 µm, Wirelength per Cell 9.25 µm, Min Hold Slack 1.56 ns, VDD IR max 0.0000180 V, DR DRC count 0, largest net degree at the start of global routing 7, CLK BUF 0, Critical Path Slowest Stage Cell or4b_4, Initial Util 0.0381, Mapped Cells 16, Unique cell types 10, total die area 6400 µm², fin crit share 0.976, top cells by count buf_4 (3), or3_1 (3), nor3b_2 (2), xor2_1 (2), YS warnings 0
-- path summary, 6_finish.rpt --
| kind | endpoint | depth (start not counted) | slack (ns) |
|---|---|---|---|
| worst max-delay path | mem_read | 5 | 0.06 |
| worst min-delay path | mem_to_reg | 3 | 1.56 |
-- metrics by stage --
stage	power, mW	cell area [µm²]	util
2_1_floorplan	0.0106	130	-
3_3_place_gp	0.0298	334	0.0978
3_5_place_dp	0.0304	334	0.0978
4_1_cts	0.0322	378	0.111
5_1_grt	0.0370	393	0.115
6_report	0.0342	393	0.115
-- report_power, final --
part	switching [mW]	internal (mW)
combinational	0.0151	0.0191
sequential	0	0
clock	0	0.0000000581
-- layout by cell type, fill, tap and decap left out, types with 2 or more instances in the layout --
cell type,Yosys,final
clkdlybuf4s15_1,0,3
dlygate4sd2_1,0,11
or3_4,0,2
nor3b_2,2,2
buf_4,3,6
xor2_1,2,2
-- routing by layer --
metal  track usage  up-vias  part of all wire
li1              -       93                 -
met1        0.0277       83              0.48
met2        0.0313       10              0.42
met3       0.00909        0              0.11
met4             0        0                 0
met5             0        -                 0
-- cells by family (layout without fill, tap and decap cells) --
group,count (synthesis),after routing,share of synthesized area
buf+inv,4,22,0.260
xor+xnor,2,2,0.135
other cells,1,2,0.0288
simple gates,9,9,0.577
-- area by class of cell --
cell class / instances / area [µm²] / share of cell area
Antenna cell: 1 / 2.50 / 0.00637
Timing Repair Buffer: 22 / 193 / 0.490
Multi-Input combinational cell: 12 / 140 / 0.357
Tap cell: 46 / 57.6 / 0.146
-- what timing repair did --
item                                    CTS  global route
buffers inserted                          4             0
hold buffers                              0             0
resized                                  21             4
endpoints found under the setup margin    9             5
pin swaps                                 5             2
Power figures rest on the tool's default switching activity, not on a simulated workload.
